==> design.v <==
`timescale 1ns / 1ps
package bch_pkg;
  function automatic logic [31:0] default_gen_poly(
    input int unsigned n,
    input int unsigned k,
    input int unsigned t,
    input int unsigned gf_width
  );
    default_gen_poly = 32'b0;
    if (n == 15 && k == 7  && t == 2 && gf_width == 4)
      default_gen_poly = 32'(9'b1_1101_0001);    
    if (n == 26 && k == 16 && t == 2 && gf_width == 5)
      default_gen_poly = 32'(11'b111_0110_1001);  
  endfunction
endpackage : bch_pkg
package gf_128_pkg;
  function automatic logic [127:0] reverse_128(input logic [127:0] in);
    integer i;
    begin
      for(i = 0; i < 128; i=i+1)
        reverse_128[i] = in[127-i];
    end
  endfunction
  function automatic logic [127:0] gf_reduce (
    input logic [255:0] p
  );
    logic [255:0] r;
    integer i;
    begin
      r = p;
      for(i = 255; i >= 128; i=i-1) begin
        if(r[i]) begin
          r[i] = 1'b0;
          r[i - 128]     = r[i - 128]     ^ 1'b1;   
          r[i - 128 + 1] = r[i - 128 + 1] ^ 1'b1;   
          r[i - 128 + 2] = r[i - 128 + 2] ^ 1'b1;   
          r[i - 128 + 7] = r[i - 128 + 7] ^ 1'b1;   
        end
      end
      gf_reduce = r[127:0];
    end
  endfunction
endpackage : gf_128_pkg
`timescale 1ns / 1ps
module cl_multiplier_16 (
  input  logic [15:0] A,
  input  logic [15:0] B,
  output logic [31:0] P
);
  always_comb begin
    P = 32'b0;
    for (int i = 0; i < 16; i++) begin
      for (int j = 0; j < 16; j++) begin
        P[i+j] = P[i+j] ^ (A[i] & B[j]);
      end
    end
  end
endmodule : cl_multiplier_16
`timescale 1ns / 1ps
module cl_multiplier_32 (
  input  logic [31:0] A,
  input  logic [31:0] B,
  output logic [63:0] P
);
  logic [15:0] A_high, A_low, B_high, B_low;
  logic [15:0] AhXorAl;
  logic [15:0] BhXorBl;
  logic [31:0] Z0, Z1, Z2;
  assign A_high = A[31:16];
  assign A_low  = A[15:0];
  assign B_high = B[31:16];
  assign B_low  = B[15:0];
  cl_multiplier_16 u0_cl_multiplier_16 (
    .A(A_low),
    .B(B_low),
    .P(Z0   )
  );
  cl_multiplier_16 u1_cl_multiplier_16 (
    .A(A_high),
    .B(B_high),
    .P(Z2    )
  );
  assign AhXorAl = A_high ^ A_low;
  assign BhXorBl = B_high ^ B_low;
  cl_multiplier_16 u2_cl_multiplier_16 (
    .A(AhXorAl),
    .B(BhXorBl),
    .P(Z1     )
  );
  assign P = (Z2 << 32) ^ ((Z1 ^ Z0 ^ Z2) << 16) ^ Z0;
endmodule : cl_multiplier_32
`timescale 1ns / 1ps
module cl_multiplier_64 (
  input  logic [ 63:0] A,
  input  logic [ 63:0] B,
  output logic [127:0] P
);
  logic [31:0] A_high, A_low, B_high, B_low;
  logic [31:0] AhXorAl;
  logic [31:0] BhXorBl;
  logic [63:0] Z0, Z1, Z2;
  assign A_high = A[63:32];
  assign A_low  = A[31:0];
  assign B_high = B[63:32];
  assign B_low  = B[31:0];
  cl_multiplier_32 u0_cl_multiplier_32 (
    .A(A_low),
    .B(B_low),
    .P(Z0   )
  );
  cl_multiplier_32 u1_cl_multiplier_32 (
    .A(A_high),
    .B(B_high),
    .P(Z2    )
  );
  assign AhXorAl = A_high ^ A_low;
  assign BhXorBl = B_high ^ B_low;
  cl_multiplier_32 u2_cl_multiplier_32 (
    .A(AhXorAl),
    .B(BhXorBl),
    .P(Z1     )
  );
  assign P = (Z2 << 64) ^ ((Z1 ^ Z0 ^ Z2) << 32) ^ Z0;
endmodule : cl_multiplier_64
==> run.sh <==
#!/bin/bash
# OpenROAD 26Q1-2900-gdf79404cd8, Yosys 0.63+post, stock flow scripts
make -C /OpenROAD-flow-scripts/flow DESIGN_CONFIG=/design/flow/config.mk WORK_HOME=/design/flow/orfs finish
==> config.mk <==
export PLATFORM = sky130hd
export DESIGN_NAME = cl_multiplier_64
export DESIGN_NICKNAME = cl_multiplier_64
export VERILOG_FILES = /design/flow/design.v
export SDC_FILE = /design/flow/constraint.sdc
export NUM_CORES = 4
export LEC_CHECK = 1
export CORE_UTILIZATION = 30
==> constraint.sdc <==
current_design cl_multiplier_64

set clk_period 7.0
set clk_io_pct 0.2

create_clock -name clk0 -period $clk_period

set non_clock_inputs [all_inputs -no_clocks]
set_input_delay [expr $clk_period * $clk_io_pct] -clock clk0 $non_clock_inputs
set_output_delay [expr $clk_period * $clk_io_pct] -clock clk0 [all_outputs]
==> summary.txt <==
Implementation results. STA reports the tightest min-delay check as being of type in -> out. The sequential cells in the finished layout cover a total of 0 um^2. Of the post-synthesis cell area, the dominant cell type holds 46.7%. The number of maximum-capacitance violations recorded for the run is 0. The data required time reported for the critical path is 5.60 ns. Floorplan utilization landed at 30.4%. Number of global-route vias before repair landed at 31.4k. In the Yosys report, the sequential cells make up 0% of the chip area. Per STA, the endpoint of the critical path is P[45]. Initial DRC count landed at 3747.

Worst setup timing slack at the placement stage landed at -0.354 ns. Global routing used 26.3% of the available tracks. Counting endpoints that fail hold in the final report gives 0. Number of filler instances in the final layout landed at 12.2k. Final cell area excluding filler cells landed at 41800 um^2. In this run the worst setup path begins at A[16]. The tool warning count for the run is 32.

Final worst hold slack landed at 4.11 ns. STA classifies the critical path endpoint as an output port. Worst path buffer plus inverter count landed at 3. The number of different library cells used by synthesis comes to 24. For this run, the detailed router's first-pass iteration total came to 6. Warnings reported by Yosys during synthesis add up to 1. Sum of routed wire length over all layers landed at 160000 um. Routed wirelength normalized by instance count landed at 22.3 um. Antenna diode instance count landed at 0.

The worst setup path is launched from an input port. The flow reports that combinational logic draws 100.0% of the design power. Mean cell area of the mapped netlist landed at 6.75 um^2. Number of vias per cell landed at 4.73. Across all setup checks in the final design, the least slack found is 0.0358 ns. The run finished with clean final reports.

The floorplan step set the die width to 348 um. Per the layout area report, the combinational gate area comes to 33300 um^2. Area of the synthesized netlist per yosys stat landed at 35900 um^2. Tally of clock buffers in the finished layout landed at 0. Floorplan die height landed at 348 um. In this run the remaining antenna-violating nets after routing total 0. Number of buffers added on ports landed at 255. The finished layout reports a core utilization of 35.3%. Yosys attributes the largest share of cell area to sky130_fd_sc_hd__xnor2_1 (47%), sky130_fd_sc_hd__nor2_1 (13%), sky130_fd_sc_hd__xor2_1 (12%). Sequential cells placed in the final layout were counted as 0.

The final timing report lists a max-slew violation count of 0. The internal portion of the total power is 12.6 mW. Per the summary, power density relative to cell area is 593 nW/um^2. Top-level port count landed at 256. Area of the placeable core landed at 118000 um^2. Once placement finished, the instance area stood at 41700 um^2. By startpoint and endpoint, the worst setup path is classified as in -> out. Count of unresolved DRC violations after routing landed at 0. After floorplanning, the die was sized to cover 121000 um^2.

Fraction of layout instances using a drive strength above 1 landed at 10.9%. Sequential cells account for 0% of the total power. Setup repair after global routing left no endpoint under its margin.

Arrival time at the worst endpoint landed at 5.56 ns. Global placer's final weighted congestion landed at 0.989. The library cells used most frequently in the layout, excluding fill and tap cells, are sky130_fd_sc_hd__xnor2_1 (1910), sky130_fd_sc_hd__nor2_1 (1271), sky130_fd_sc_hd__nand2_1 (1035). The cell that appears most often on the critical path is sky130_fd_sc_hd__xnor2_1. The critical path's slowest stage uses the library cell sky130_fd_sc_hd__clkdlybuf4s50_1. After synthesis, the design contains 5323 cells according to Yosys. In this run the cell area of the synthesized design comes to 35900 um^2. Share of the clock period used by the worst path after layout landed at 99.5%. Total number of cells along the worst setup path landed at 11.

The analysis reports a worst IR drop on VDD of 0.682 mV. Fraction of power spent switching nets landed at 49.3%. Entering global routing, the biggest net connects 21 pins. Fmax landed at 144 MHz. After floorplanning, the core was divided into 126 placement rows. Post-CTS timing repair inserted 0 buffers for setup. Remaining global-route overflow landed at 0. Highest fanout seen on the critical path landed at 8. Per STA, the highest per-stage delay on the worst path measures 0.91 ns. Compared with the post-synthesis result, the final layout area differs by 16.3%. The final timing report counts setup violations totalling 0.

Post-layout total power landed at 24.8 mW. After technology mapping, the gate count stands at 5323. Cell leakage power landed at 15.7 nW. Walking the worst path, the cells encountered are clkdlybuf4s50_1 > buf_4 > nand2_1 > xor2_1 > xnor2_1 > xnor2_1 > xnor2_1 > xnor2_1 > xnor2_1 > xnor2_1 > clkdlybuf4s50_1. For this run the detailed placement stage logged an HPWL of 119000 um.

Clock period minus final worst setup slack landed at 6.96 ns. At the pin with the least slew margin, the transition time is 1.10 ns. Initial antenna violation count landed at 3. The clock network accounts for 0% of the total power.

Total number of vias landed at 34.0k. Worst-case headroom to the max-slew limit landed at 26.0%. The timing report attributes the biggest portion of critical-path delay to XOR/XNOR gates.

Global-route wire length before repair landed at 230000 um. The library cell used most frequently in the layout, excluding fill and tap cells, is sky130_fd_sc_hd__xnor2_1. Switching power of the nets landed at 12.2 mW.

For this design, the CTS-stage hold fixing added 0 buffers. Summed over all instances, the cell type with the most area after synthesis is sky130_fd_sc_hd__xnor2_1.
[kinds of logic after synthesis]
kind of cell	synth area share, %
other cells	0.0104
xor+xnor	67.9
compound gates	0.108
mux	0.0313
buf+inv	7.66
simple gates	24.3
[how the worst min path moves through the flow]
stage         depth (start not counted)  endpoint  slack (ns)  start
finish                                4      P[0]        4.11   A[0]
global route                          4      P[0]        4.15   A[0]
CTS                                   4      P[0]        4.11   A[0]
[final cells by class]
type	instances	share of cell area, %
Tap cell	1600	4.79
Multi-Input combinational cell	4882	79.6
Inverter	18	0.162
Timing Repair Buffer	699	15.5
[Yosys cell counts]
cell	instances
sky130_fd_sc_hd__buf_4	196
sky130_fd_sc_hd__xnor2_1	1915
sky130_fd_sc_hd__and2_1	2
sky130_fd_sc_hd__clkbuf_1	2
sky130_fd_sc_hd__nor2_1	1271
sky130_fd_sc_hd__xnor2_4	70
sky130_fd_sc_hd__xor2_1	481
sky130_fd_sc_hd__nor3b_1	2
sky130_fd_sc_hd__buf_6	13
sky130_fd_sc_hd__xnor3_1	1
sky130_fd_sc_hd__o21ai_0	1
sky130_fd_sc_hd__inv_1	18
sky130_fd_sc_hd__nand2_1	1035
sky130_fd_sc_hd__nor2_2	2
sky130_fd_sc_hd__nand2b_1	2
sky130_fd_sc_hd__a31oi_1	2
sky130_fd_sc_hd__buf_2	211
sky130_fd_sc_hd__o31ai_1	2
sky130_fd_sc_hd__buf_1	1
sky130_fd_sc_hd__conb_1	1
sky130_fd_sc_hd__nor2b_1	2
sky130_fd_sc_hd__o22ai_1	1
sky130_fd_sc_hd__mux2_2	1
sky130_fd_sc_hd__xnor2_2	91
[per-stage QoR]
stage	setup TNS, ns	instances
detailed placement	-0.484	7199
global placement	-0.471	7199
floorplan	0	5323
finish	0	7199
CTS	0	7199
global route	0	7199
[per-layer routing]
layer | GRT usage [%] | wire length [um] | vias up
met4 | 13.2 | 9950 | 8
met2 | 37.7 | 66500 | 2008
met5 | 0 | 46 | -
met3 | 6.99 | 18000 | 371
met1 | 36.1 | 65800 | 15500
li1 | - | - | 16100
[what timing repair did]
action / CTS / global route
pin swaps: 0 / 1
resized: 5 / 6
setup endpoints to repair: 3 / 6
[worst min-delay path, cell delays in order]
cell,delay (ns)
sky130_fd_sc_hd__clkdlybuf4s50_1,0.47
sky130_fd_sc_hd__buf_4,0.25
sky130_fd_sc_hd__and2_1,0.18
sky130_fd_sc_hd__clkdlybuf4s50_1,0.40
[power groups by stage]
stage	sequential, mW	combinational (mW)	clock (mW)
finish	0	24.8	0
global route	0	26.2	0
CTS	0	25.1	0
Power is estimated from default activity; no workload was simulated.
